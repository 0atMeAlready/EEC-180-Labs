$ cat design.v
module MealyMachine(
	input 		          		ADC_CLK_10,
	input 		          		MAX10_CLK1_50,
	input 		          		MAX10_CLK2_50
);
endmodule
module fsm_mealy_101(
    input clk, reset, X,
    output reg Z
);
    localparam S0 = 4'b0000,   
               S1 = 4'b0001,   
               S2 = 4'b0010,   
               S3 = 4'b0011,   
               S4 = 4'b0100,   
               S5 = 4'b0101,   
               S6 = 4'b0110,   
               S7 = 4'b0111,   
               S8 = 4'b1000;   
    reg [3:0] state, next_state;
    always @(posedge clk or posedge reset) begin
        if (reset)
            state <= S0;
        else
            state <= next_state;
    end
    always @(state, X) begin
        case(state)
            S0: begin
                if (X)
                    next_state = S1;
                else
                    next_state = S4;
            end
            S1: begin
                if (X)
                    next_state = S7;
                else
                    next_state = S2;
            end
            S2: begin
                if (X)
                    next_state = S3;
                else
                    next_state = S5;
            end
            S3: begin
                if (X)
                    next_state = S7;
                else
                    next_state = S2;
            end
            S4: begin
                if (X)
                    next_state = S1;
                else
                    next_state = S5;
            end
            S5: begin
                if (X)
                    next_state = S1;
                else
                    next_state = S6;
            end
            S6: begin  
                next_state = S6;   
            end
            S7: begin
                if (X)
                    next_state = S8;
                else
                    next_state = S2;
            end
            S8: begin
                next_state = S8;   
            end
            default: begin
                next_state = S0;
            end
        endcase
    end
	     always @(*) begin
        case (state)
            S3: Z = 1;   
            S6: Z = 0;   
            S8: Z = 1;   
            default: Z = 0;
        endcase
    end
endmodule
$ cat run.sh
#!/bin/bash
# OpenROAD 26Q1-2900-gdf79404cd8, Yosys 0.63+post, stock flow scripts
make -C /OpenROAD-flow-scripts/flow DESIGN_CONFIG=/design/flow/config.mk WORK_HOME=/design/flow/orfs finish
$ cat config.mk
export PLATFORM = sky130hd
export DESIGN_NAME = fsm_mealy_101
export DESIGN_NICKNAME = fsm_mealy_101
export VERILOG_FILES = /design/flow/design.v
export SDC_FILE = /design/flow/constraint.sdc
export NUM_CORES = 4
export LEC_CHECK = 1
export CORE_AREA = 10 10 70 70
export DIE_AREA = 0 0 80 80
$ cat constraint.sdc
current_design fsm_mealy_101

set clk_period 1.6
set clk_io_pct 0.2

create_clock -name clk0 -period $clk_period [get_ports {clk}]

set non_clock_inputs [all_inputs -no_clocks]
set_input_delay [expr $clk_period * $clk_io_pct] -clock clk0 $non_clock_inputs
set_output_delay [expr $clk_period * $clk_io_pct] -clock clk0 [all_outputs]
==> impl_metrics.yaml <==
# synthesis and place-and-route metrics
sta:
  rsz0062_at_grt: "no"
  fmax_mhz: 776
  slew_violations: 0
  setup_violations: 0
  fin_crit_ns: 1.29
  finClkSkew_ns: 0.00890
  period_used_share: 0.805
  final.setup.tns_ns: 0
  finalHoldViolCount: 0
clock_tree:
  htreeDepth: 1
  ctsLongestPathBuffers: 2
  cts.sinks: 8
  clk_pin_slew_ns: 0.06
  clk_latency_ns: 0.26
  ctsHoldBuffers: 0
  cts_buffers: 3
  cts_tree: "built"
  root_buffer: "clkbuf_4"
placed_design:
  io_buffers: 3
  place.gp.congestion: 0.653
route:
  drcViolationCount: 0
  wire_per_inst_um: 6.09
  diodes: 0
  via_count: 174
  drt-pass1-iter-count: 2
  routed_wl_um: 457
  drt_iter0_drc: 8
  ant_nets: 0
  vias_per_cell: 2.32
global_routing:
  grt_util_all_layers: 0.0170
  grt_pass1_vias: 190
  grt-ovfl-total: 0
  grt_pass1_wl_um: 793
  antenna_found_initial: 0
  grt_max_degree: 9
final_layout:
  final_common_cell: "dfrtp_1"
  area_growth_pct: 49.1
  top_register: "state"
  final_cell_mix: "dfrtp_1, nor2_1, clkbuf_4"
  drive_gt1_frac: 0.207
  largest_reg_flops: 8
  final_util: 0.117
  reg_top3: "state x8"
run_status:
  status: "finished, final reports clean"
synthesis:
  ys_cells: 20
  synth_area_um2: 268
  postSynthSeqShare: 0.752
  ys_chip_area_um2: 268
  ys.flops: 8
  yosys.cell_types.count: 12
  synth_cells: 20
  syn_avg_cell_area_um2: 13.4
  yosys_warnings: 1
critical_path:
  timing_worst_setup_path_type: "reg -> out"
  timing.critical_path.buf_inv: 1
  arrival_ns: 0.97
  end_kind: "primary output"
  critPathSlowestCell: "dfrtp_1"
  cp.required_ns: 1.28
  cp_top_family: "flip-flops"
  cp-start-kind: "flip-flop"
  path_cells: "or2_1 > dlymetal6s2s_1"
  slowest_delay_ns: 0.37
  cp_max_fo: 2
floorplanning:
  core_um2: 3420
  dieWidth_um: 80
  chipArea_um2: 6400
  fp-row-count: 21
  core_util_floorplan: 0.0784
  fp.dieH_um: 80
  ios: 4
power_and_ir_drop:
  vdd_drop_max_v: 0.000289
  power.density_nw_per_um2: 1030
  leakage_nw: 0.163
min_path:
  min_path_type: "in -> async"
flow_run:
  max-cap-violations: 0
  tool_warnings: 25
==> layout make-up <==
class                      count  area [µm²]
clock buffer                   4        26.3
fill                         396        3020
inverter                       1        3.75
multi-input combinational     11        62.6
sequential                     8         201
tap                           46        57.6
timing repair buffer           5        47.5
==> final timing paths <==
kind	from	endpoint	slack [ns]	depth (start not counted)
worst max-delay path	state[7]$_DFF_PP0_	Z	0.31	2
worst min-delay path	reset	state[3]$_DFF_PP0_	0.31	2
worst max register to register	state[7]$_DFF_PP0_	state[3]$_DFF_PP0_	0.61	4
worst min register to register	state[1]$_DFF_PP0_	state[1]$_DFF_PP0_	0.45	1
max in group asynchronous	reset	state[0]$_DFF_PP1_	1.00	2
min in group clk0	state[1]$_DFF_PP0_	state[1]$_DFF_PP0_	0.45	1
==> cell families after synthesis <==
family,synth area share
flops,0.752
simple gates,0.131
compound gates,0.0888
buf+inv,0.0140
other cells,0.0140
==> power by group <==
part           internal, mW  switching [mW]  leakage, nW
Clock                0.0952          0.0666       0.0150
Sequential            0.216         0.00580       0.0967
Combinational        0.0145          0.0120       0.0513
Total                 0.325          0.0844        0.163
==> worst register-to-register path: cells and delay by family, from the launching register on <==
family | cells | cell delay (ns)
buffers and inverters | 2 | 0.25
DFF | 1 | 0.37
and+or+nand+nor | 2 | 0.25
==> stage by stage <==
| stage | cell area, µm² | std cells | power (mW) | hold slack [ns] | setup slack (ns) |
|---|---|---|---|---|---|
| global route | 399 | 75 | 0.441 | 0.337 | 0.257 |
| floorplan | 268 | 20 | 0.236 | 0.135 | 0.727 |
| CTS | 389 | 74 | 0.414 | 0.325 | 0.0180 |
| finish | 399 | 75 | 0.410 | 0.315 | 0.312 |
| global placement | 355 | 69 | 0.245 | 0.430 | 0.283 |
| detailed placement | 355 | 69 | 0.248 | 0.438 | 0.274 |
==> synthesized netlist by cell type <==
master	count	area (µm²)
dfrtp_1	7	175
nor3_1	1	5.00
nor2_1	3	11.3
nor2b_1	1	6.26
and2_1	1	6.26
conb_1	1	3.75
a21o_1	1	7.51
or2_1	1	6.26
o21a_1	1	7.51
o31a_1	1	8.76
inv_1	1	3.75
dfstp_2	1	26.3
==> per-layer routing <==
layer,GRT usage,wire [µm]
met5,0,0
met4,0.00176,0
met3,0.0239,84
met2,0.0201,153
met1,0.0175,219
==> what timing repair did <==
item,in CTS,in global routing
gates resized,0,1
pin swaps,0,0
hold endpoints to repair,0,0
endpoints found under the setup margin,1,1
setup buffers,1,1
Power and IR drop assume default switching activity.
